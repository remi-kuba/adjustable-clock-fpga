**design/flow/design.v**
```verilog
`timescale 1ns / 1ps
module show_clock(
    input CLK_100MHZ,
    input [15:0] SW,
    input [3:0] BTN,
    output reg [2:0] RGB1,
    output reg [2:0] RGB0,
    output [15:0] LED,
    output [7:0] D0_SEG,
    output reg [3:0] D0_AN,
    output [7:0] D1_SEG,
    output reg [3:0] D1_AN
    );
    reg [20:0] cnt;  
    reg ms_cnt;  
    reg [6:0] sec_cnt;
    reg [3:0] split1;
    reg [3:0] split0;
    reg on_off;
    reg [3:0] top_hr;
    reg [3:0] bottom_hr;
    reg [3:0] top_min;
    reg [3:0] bottom_min;
    reg [3:0] top_sec;
    reg [3:0] bottom_sec;
    reg [3:0] top_ms;
    reg [3:0] bottom_ms;
    reg hr_btn_buffer;
    reg min_btn_buffer;
    reg dec0;
    reg dec1;
    assign LED = SW;
    always @(posedge CLK_100MHZ) begin
        cnt <= cnt + 1;
        if (cnt < 499999) begin  
            split0 <= bottom_min;
            split1 <= bottom_ms;
            dec0 <= 0;
            dec1 <= 1;
            D0_AN <= 4'b0111;
            D1_AN <= 4'b0111;
        end else if (cnt < 999999) begin
            split0 <= top_min;
            split1 <= top_ms;
            dec0 <= 1;
            dec1 <= 1;
            D0_AN <= 4'b1011;
            D1_AN <= 4'b1011;
        end else if (cnt < 1499999) begin
            split0 <= bottom_hr;
            split1 <= bottom_sec;
            dec0 <= 1;
            dec1 <= 0;
            D0_AN <= 4'b1101;
            D1_AN <= 4'b1101;
        end else if (cnt < 1999999) begin 
            split0 <= top_hr;
            split1 <= top_sec;
            dec0 <= 1;
            dec1 <= 1;
            D0_AN <= 4'b1110;
            D1_AN <= 4'b1110;
        end else if (cnt == 1999999)begin
            cnt <= 0;
        end
        if (cnt == 999999 || cnt == 1999999) begin 
            sec_cnt <= sec_cnt + 1;
            if (sec_cnt == 99) begin
                sec_cnt <= 0;
                on_off <= ~on_off;  
            end
            if (bottom_ms == 9) begin
                bottom_ms <= 0;
                if (top_ms == 9) begin
                    top_ms <= 0;
                    if (bottom_sec == 9) begin 
                        bottom_sec <= 0;
                        if (top_sec == 5) begin 
                            top_sec <= 0;
                            if (bottom_min == 9) begin
                                bottom_min <= 0;
                                if (top_min == 5) begin 
                                    top_min <= 0;
                                    if (bottom_hr == 9) begin
                                        bottom_hr <= 0;
                                        top_hr <= top_hr + 1;
                                    end else if (bottom_hr == 3 && top_hr == 2) begin
                                        bottom_hr <= 0;
                                        top_hr <= 0;
                                    end else bottom_hr <= bottom_hr + 1;
                                end else top_min <= top_min + 1;
                            end else bottom_min <= bottom_min + 1;
                        end else top_sec <= top_sec + 1;
                    end else bottom_sec <= bottom_sec + 1;
                end else top_ms <= top_ms + 1;
            end else bottom_ms <= bottom_ms + 1;
        end 
        if (min_btn_buffer && !(BTN[1] || BTN[0])) begin
            min_btn_buffer <= 0;
        end else if (!min_btn_buffer && BTN[1] && SW[0]) begin
            bottom_ms <= 0;
            top_ms <= 0;
            bottom_sec <= 0;
            top_sec <= 0;
            if (bottom_min == 9) begin
                bottom_min <= 0;
                if (top_min == 5) begin
                    top_min <= 0;
                end else top_min <= top_min + 1;
            end else bottom_min <= bottom_min + 1;
            min_btn_buffer <= 1;
        end else if (!min_btn_buffer && BTN[0] && SW[0]) begin 
            bottom_ms <= 0;
            top_ms <= 0;
            bottom_sec <= 0;
            top_sec <= 0;
            if (bottom_min == 0) begin 
                bottom_min <= 9;
                if (top_min == 0) begin
                    top_min <= 5;
                end else top_min <= top_min - 1;
            end else bottom_min <= bottom_min - 1;
            min_btn_buffer <= 1;
        end
        if (hr_btn_buffer && !(BTN[3] || BTN[2])) begin
            hr_btn_buffer <= 0;
        end else if (!hr_btn_buffer && BTN[3] && SW[0]) begin
            if (bottom_hr == 9) begin
                bottom_hr <= 0;
                top_hr <= top_hr + 1;
            end else if (bottom_hr == 3 && top_hr == 2) begin
                bottom_hr <= 0;
                top_hr <= 0;
            end else bottom_hr <= bottom_hr + 1;
            hr_btn_buffer <= 1;
        end else if (!hr_btn_buffer && BTN[2] && SW[0]) begin
            if (bottom_hr == 0) begin 
                if (top_hr == 0) begin
                    top_hr <= 2;
                    bottom_hr <= 3;
                end else begin
                    top_hr <= top_hr - 1;
                    bottom_hr <= 9;
                end
            end else bottom_hr <= bottom_hr - 1;
            hr_btn_buffer <= 1;
        end 
        RGB1 <= (on_off)? SW[2:0] : 0;
        RGB0 <= (on_off)? SW[5:3] : 0;
    end
    bto7s top_display (.x_in(split0), .dec(dec0), .s_out(D0_SEG));
    bto7s bottom_display (.x_in(split1), .dec(dec1), .s_out(D1_SEG));
endmodule
module bto7s (
    input [3:0] x_in,
    input dec,  
    output [7:0] s_out
);
    assign s_out[0] = (x_in[3] & x_in[2] & ~x_in[1] & x_in[0]) | 
                      (x_in[3] & ~x_in[2] & x_in[1] & x_in[0]) |
                      (~x_in[3] & x_in[2] & ~x_in[1] & ~x_in[0]) |
                      (~x_in[3] & ~x_in[2] & ~x_in[1] & x_in[0]);
   assign s_out[1] = (~x_in[3] & x_in[2] & ~x_in[1] & x_in[0]) | 
                     (~x_in[3] & x_in[2] & x_in[1] & ~x_in[0]) |
                     (x_in[3] & ~x_in[2] & x_in[1] & x_in[0]) |
                     (x_in[3] & x_in[2] & ~x_in[1] & ~x_in[0]) |
                     (x_in[3] & x_in[2] & x_in[1]);
   assign s_out[2] = (x_in == 8'h2 | x_in == 8'hC)? 1 : (x_in[3] & x_in[2] & x_in[1]);
   assign s_out[3] = (x_in == 8'h1 | x_in == 8'h4 | x_in == 8'h7 | x_in == 8'hA | x_in == 8'hF)? 1 : 0;
   assign s_out[4] = (x_in == 8'h1 | x_in == 8'h3 | x_in == 8'h4 | x_in == 8'h5 | x_in == 8'h7 | x_in == 8'h9)? 1 : 0;
   assign s_out[5] = (x_in == 8'h1 | x_in == 8'h2 | x_in == 8'h3 | x_in == 8'h7 | x_in == 8'hD)? 1 : 0;
   assign s_out[6] = (x_in == 8'h0 | x_in == 8'h1 | x_in == 8'h7 | x_in == 8'hC)? 1 : 0;
   assign s_out[7] = dec;
endmodule
```
**design/flow/run.sh**
```bash
#!/bin/bash
# OpenROAD 26Q1-2900-gdf79404cd8, Yosys 0.63+post, stock flow scripts
make -C /OpenROAD-flow-scripts/flow DESIGN_CONFIG=/design/flow/config.mk WORK_HOME=/design/flow/orfs finish
```
**design/flow/config.mk**
```make
export PLATFORM = sky130hd
export DESIGN_NAME = show_clock
export DESIGN_NICKNAME = show_clock
export VERILOG_FILES = /design/flow/design.v
export SDC_FILE = /design/flow/constraint.sdc
export NUM_CORES = 4
export LEC_CHECK = 1
export CORE_UTILIZATION = 50
```
**design/flow/constraint.sdc**
```tcl
current_design show_clock

set clk_period 4.4
set clk_io_pct 0.2

create_clock -name clk0 -period $clk_period [get_ports {CLK_100MHZ}]

set non_clock_inputs [all_inputs -no_clocks]
set_input_delay [expr $clk_period * $clk_io_pct] -clock clk0 $non_clock_inputs
set_output_delay [expr $clk_period * $clk_io_pct] -clock clk0 [all_outputs]
```
==> summary.txt <==
Entry: Yosys synthesis followed by OpenROAD place and route.

Power:
- The switching component of the power was reported as ~630 uW.
- The run puts the sum of internal, switching and leakage power at 1900 uW.
- The run puts the switching part of the total power at 0.333.
- The run puts the standby leakage power at ~0.0021 uW.
- The run gives the internal power as 1270 uW.
- The run puts the power per standard cell area at 324 nW/um2.
- The power report attributes to the sequential group a share of 0.512.
- The run gives the clock network power share as 0.277.
- The run puts the combinational power share at 0.210.
- The run gives the highest ir drop seen on vdd as 261 uV.

Clock tree:
- The run gives the hold-fix buffer count after cts as 0.
- The run gives the maximum number of buffers from clock root to sink as 2.
- TritonCTS built the clock tree.
- The H-tree was split into 3 levels.
- The run gives the cell at the root of the clock tree as sky130_fd_sc_hd__clkbuf_8.
- The run puts the number of buffers added by the clock tree synthesis step at 9.
- Post-CTS repair changed the size of 0 cells.
- The clock drives 83 sinks.
- Buffers added to address setup during post-CTS repair amount to 0.
- The run puts the clock transition at the register clock pins on the worst setup and hold paths after CTS at 0.09 ns.
- The run gives the worst-skew pair later-pin latency as around 0.36 ns.

Route:
- After the first detailed-routing iteration, the DRC count stood at 286.
- The run gives the count of unresolved DRC violations after routing as 0.
- The script logs the ratio of routed vias to standard cells as about 5.8.
- The run puts the total iterations of the first detailed-routing run at 4.
- The run puts the post-detailed-routing wire length at 11300 um.
- The run puts the post-detailed-route count of antenna-violating nets at 0.
- The run puts the final routed wire length divided by cell count at 14.1 um.
- The run puts the vias after detailed routing at 4602.
- The run gives the antenna diode count as 0.

Timing:
- The run gives the slew of the pin with the lowest slew margin as 0.764 ns.
- The run puts the part of the cycle the worst path needs at 0.693.
- The run gives the setup TNS after final layout as 0 ns.
- The run puts the final critical-path required period at between 3 and 4 ns.
- Setup repair after global routing left no endpoint under its margin.
- Derived from the worst setup path, the maximum achievable clock frequency is 328 MHz.
- The run gives the worst max-slew margin expressed relative to the limit as 0.491.
- In the final report, the number of endpoints failing setup comes to 0.
- The run gives the clock tree skew after final layout as 0.0134 ns.
- The run puts the final-report max-slew violation count at 0.
- The run gives the final-report hold violation count as 0.

Final layout:
- The run puts the layout cell share with drive strength beyond 1 at 0.0557.
- The run gives the number of fillers in the final layout as 953.
- The run puts the count of placed standard cells in the final layout, fillers left out at 800.
- By instance count after routing, the leading logic cell types are 74 x sky130_fd_sc_hd__nor2_1, 67 x sky130_fd_sc_hd__dfxtp_1, 50 x sky130_fd_sc_hd__nand2_1.
- The run gives the synthesis-to-layout area growth as 9.72%.
- Leaving out fill and tap cells, the most frequent cell in the layout is sky130_fd_sc_hd__nor2_1.
- The final report gives the standard cell area, fillers excluded, as 5880 um2.

Synth:
- The run puts the count of cell types in the netlist at 73.
- The run puts the gate count after technology mapping at around 660.
- Yosys reports a chip area of 5360 um2.
- The run puts the number of storage elements in the synthesis netlist at between 80 and 90.
- The run gives the mean post-synth cell area as between 8 and 9 um2.
- The run gives the yosys warning tally as 1.
- Looking at the cell usage after synthesis, the top flip-flop cell is sky130_fd_sc_hd__dfxtp_1.
- The run puts the sequential fraction of the synthesis area at 0.340.
- The run puts the number of enable flip-flop cells at 16.
- The run puts the cell area after technology mapping at 5360 um2.
- The run gives the yosys stat cell total as 662.
- The run puts the fraction of synthesis flops using an asynchronous set or reset pin at 0.

Job:
- Per the run summary, max-cap violations total 0.
- The run gives the number of warnings in the stage logs as 32.

Worst setup path:
- For the worst reg-to-reg path, the endpoint reported by OpenROAD is top_min[3].
- The worst setup path is of the input port to flip-flop kind.
- For the worst setup path, the data arrival time is 3.29 ns.
- The run gives the startpoint of the worst setup timing path as SW[0].
- The worst setup path is launched from an input port.
- STA shows the worst reg2reg path with a cell count of 6.
- The most critical setup path has its endpoint at top_min[2].
- The worst setup path is captured at a flip-flop.
- For the worst setup path, the data required time is about 4.6 ns.
- STA lists the startpoint of the worst register-to-register path as cnt[20].
- The run gives the maximum fanout along the worst path as 11.
- The worst-case reg-to-reg setup slack stands at 1.39 ns.

GRT:
- The run puts the aggregate global routing overflow at 0.
- The run gives the global router's overall resource usage as 0.215.
- The run puts the first-pass GRT wire length at approximately 19000 um.
- The run puts the global routing met1 resource utilization at 0.349.
- The run puts the met2 usage in global routing at 0.318.
- The run gives the number of antenna violations at the first check in global routing as 0.
- The layer flagged by global routing as most heavily used is met1.
- The run gives the number of global-route vias before repair as 4014.
- Routing resource usage on met3 recorded by global route was 0.0297.
- The run gives the largest net degree at the start of global routing as 20.

Die:
- The die is 106 um wide.
- The run puts the total die size at 11100 um2.
- The run gives the floorplan row count as 37.
- In this run the standard cell core region covers 10400 um2.
- According to the floorplan report, the die height is 106 um.
- The run puts the effective utilization at floorplan at 0.517.
- The run gives the I/O pin total as 67.

Placement:
- The run puts the post-DP HPWL at 7980 um.
- The buffer_ports step reported a buffer count of 46.
- The run puts the cell count after placement at about 780.
- The run gives the standard cell area after detailed placement as roughly 5700 um2.
- The run gives the routability congestion estimate as 0.893.

Outcome:
- The run finished with clean final reports.

Min path:
- Note that the worst hold path type here is flip-flop to flip-flop.
-- worst max-delay path, stage by stage --
cell and delay (ns):
sky130_fd_sc_hd__clkdlybuf4s50_1 0.65, sky130_fd_sc_hd__nor4bb_1 0.56, sky130_fd_sc_hd__nand3_1 0.41, sky130_fd_sc_hd__nor3_1 0.39, sky130_fd_sc_hd__a31oi_1 0.07, sky130_fd_sc_hd__a211oi_1 0.25
sky130_fd_sc_hd__nor3_1 0.08
-- worst min path at each step --
stage / to / cells after the start / slack, ns / from
CTS: cnt[0] / 1 / 0.40 / cnt[0]
global route: cnt[0] / 1 / 0.43 / cnt[0]
finish: cnt[0] / 1 / 0.40 / cnt[0]
-- power groups by stage --
stage,combinational [uW],clock [uW],sequential (uW)
final,400,528,975
after CTS,400,545,970
after global routing,461,577,989
-- cells in the mapped netlist, types with 6 or more instances --
cell,number,area share
sky130_fd_sc_hd__nand2_1,50,0.035
sky130_fd_sc_hd__ha_1,10,0.023
sky130_fd_sc_hd__clkbuf_1,36,0.025
sky130_fd_sc_hd__nand3_1,27,0.025
sky130_fd_sc_hd__or3_1,10,0.012
sky130_fd_sc_hd__a211oi_1,7,0.0098
sky130_fd_sc_hd__nand2b_1,8,0.0093
sky130_fd_sc_hd__nand4_1,10,0.012
sky130_fd_sc_hd__buf_4,23,0.032
sky130_fd_sc_hd__nor3_1,20,0.019
sky130_fd_sc_hd__xnor2_1,23,0.038
sky130_fd_sc_hd__inv_1,26,0.018
sky130_fd_sc_hd__a21oi_1,29,0.027
sky130_fd_sc_hd__edfxtp_1,16,0.090
sky130_fd_sc_hd__nor2b_1,8,0.0093
sky130_fd_sc_hd__nor2_1,74,0.052
sky130_fd_sc_hd__a31oi_1,9,0.011
sky130_fd_sc_hd__nand3b_1,6,0.0084
sky130_fd_sc_hd__o21ai_0,38,0.035
sky130_fd_sc_hd__a22oi_1,9,0.013
sky130_fd_sc_hd__mux2i_1,10,0.019
sky130_fd_sc_hd__and3_1,8,0.0093
sky130_fd_sc_hd__xor2_1,15,0.025
sky130_fd_sc_hd__and2_1,16,0.019
sky130_fd_sc_hd__nor3b_1,6,0.0084
sky130_fd_sc_hd__dfxtp_1,67,0.25
-- state kept, by name, indices dropped and copies added, names as in the netlist, 3 cells and up --
register    flops
D1_AN           4
cnt            21
top_hr          4
bottom_hr       4
top_min         4
RGB0            3
top_sec         4
top_ms          4
bottom_sec      4
RGB1            3
split1          4
split0          4
bottom_min      4
sec_cnt         7
bottom_ms       4
-- logic make-up (layout without fill, tap and decap cells) --
kind of cell | after synthesis | count (layout) | synth area share
simple gates | 273 | 273 | 0.269
compound gates | 155 | 155 | 0.200
buf+inv | 92 | 94 | 0.0843
flops | 83 | 83 | 0.340
xor+xnor | 38 | 38 | 0.0621
mux | 11 | 11 | 0.0208
fa+ha+maj | 10 | 10 | 0.0234
-- stage by stage --
step	utilization	hold slack, ns	worst slack [ns]
after detailed placement	0.549	0.382	1.06
after floorplan	-	0.365	1.85
final	0.567	0.402	1.35
after global placement	0.549	0.374	1.20
after CTS	0.567	0.404	1.38
after global routing	0.567	0.433	1.19
-- layer usage --
metal  share of wire  wire length (um)
met1            0.50              5620
met2            0.45              5050
met3           0.041               465
met4           0.013               147
met5               0                 0
-- area by class of cell --
cell class	instances	area [um2]	share of cell area
clock buffer	12	155	0.0264
clock inverter	4	31.3	0.00532
inverter	26	97.6	0.0166
multi-input combinational	487	3100	0.527
sequential	83	1820	0.310
tap	136	170	0.0289
timing repair buffer	52	505	0.0860
Power is estimated from default activity; no workload was simulated.
